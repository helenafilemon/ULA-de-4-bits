[design.v]
module SomadorPBL1( S, Cout, A, B, Cin);
   input A, B, Cin;
   output S, Cout;
   wire T1, T2, T3;
   xor Xor0(T1, A, B);
   and And0(T2, A, B);
   and And1(T3, T1, Cin);
   or Or0(Cout, T2, T3);
   xor Xor1 (S, T1, Cin);
endmodule
module somadorde4bits (S, Cout, A, B, Crry);
	input [3:0] A, B;
	input Crry;
	output [3:0] S;
	output Cout;
	wire Cin_Cout1, Cin_Cout2, Cin_Cout3;
	SomadorPBL1 bit1(
		.A(A[0]),
		.B(B[0]),
		.Cin(Crry),
		.S(S[0]),
		.Cout(Cin_Cout1),
	);
	SomadorPBL1 bit2(
		.A(A[1]),
		.B(B[1]),
		.Cin(Cin_Cout1),
		.S(S[1]),
		.Cout(Cin_Cout2),
	);
	SomadorPBL1 bit3(
		.A(A[2]),
		.B(B[2]),
		.Cin(Cin_Cout2),
		.S(S[2]),
		.Cout(Cin_Cout3),
	);
	SomadorPBL1 bit4(
		.A(A[3]),
		.B(B[3]),
		.Cin(Cin_Cout3),
		.S(S[3]),
		.Cout(Cout),
	);
endmodule 
[run.sh]
#!/bin/bash
# OpenROAD 26Q1-2900-gdf79404cd8, Yosys 0.63+post, stock flow scripts
make -C /OpenROAD-flow-scripts/flow DESIGN_CONFIG=/design/flow/config.mk WORK_HOME=/design/flow/orfs finish
[config.mk]
export PLATFORM = sky130hd
export DESIGN_NAME = somadorde4bits
export DESIGN_NICKNAME = somadorde4bits
export VERILOG_FILES = /design/flow/design.v
export SDC_FILE = /design/flow/constraint.sdc
export NUM_CORES = 4
export LEC_CHECK = 1
export CORE_AREA = 10 10 70 70
export DIE_AREA = 0 0 80 80
[constraint.sdc]
current_design somadorde4bits

set clk_period 3.8
set clk_io_pct 0.2

create_clock -name clk0 -period $clk_period

set non_clock_inputs [all_inputs -no_clocks]
set_input_delay [expr $clk_period * $clk_io_pct] -clock clk0 $non_clock_inputs
set_output_delay [expr $clk_period * $clk_io_pct] -clock clk0 [all_outputs]
==> impl_metrics.py <==
# Synthesis and PnR figures
metrics = {
    "grt": {
        "grt_pass1_wl_um": 662,
        "grt_max_degree": 2,
        "grt-ovfl-total": 0,
        "grt_usage": 0.01324,
        "grt_pass1_vias": 147,
        "antenna_found_initial": 0,
    },
    "synth": {
        "ys_cells": 18,
        "syn_area_per_cell_um2": 8.202,
        "synth_cells": 18,
        "postSynthSeqShare": 0,
        "yosysWarnings": 0,
        "ys_area_um2": 147.6,
        "synth.distinct_cells": 3,
        "synth_area_um2": 147.6,
    },
    "pwr": {
        "power_per_cell_area_mw_per_mm2": 117.2,
        "peakVddDrop_uv": 34.46,
        "leakage_nw": 0.1426,
    },
    "setup_path": {
        "critPathBufInv": 6,
        "cp-end-kind": "primary output",
        "critPathSlowestCell": "clkdlybuf4s50_1",
        "cp_cell_sequence": "dlygate4sd2_1, inv_2, fa_2, inv_2, fa_2, fa_2, inv_2, fa_1, inv_1, clkdlybuf4s50_1",
        "cp_max_fo": 1,
        "worstPathRequired_ns": 3.04,
        "cp_data_arrival_time_ns": 2.78,
        "cp_top_family": "adder cells",
        "worstSetupPathType": "in2out",
        "crit_path_start_kind": "input port",
        "cpPeakStageDelay_ns": 0.46,
    },
    "status": {
        "status": "finished clean",
    },
    "timing": {
        "rsz0062_at_grt": "false",
        "timing.final.crit_period_ns": 3.537,
        "slew_violations": 0,
        "hold_ws_ns": 2.276,
        "setup_viol": 0,
        "hold_violations": 0,
        "worst_pin_slew_ns": 0.1136,
        "fmaxAchievable_mhz": 282.7,
        "finalClockPeriodUsage": 0.9308,
        "tns_ns": 0,
        "maxSlewHeadroom": 0.9240,
    },
    "flow_run": {
        "maxCapViolCount": 0,
        "openroad.warnings": 32,
    },
    "placed_design": {
        "io_buffers": 14,
        "placed_area_um2": 315.3,
        "placed_cells": 74,
        "dp_hpwl_um": 408,
        "gp_congestion": 0.7826,
    },
    "route": {
        "ant_nets": 0,
        "vias": 126,
        "vias_per_cell": 1.703,
        "wirelength_um": 429,
        "drtIter0Drc": 0,
        "post_drt_wl_per_cell_um": 5.797,
        "num_antenna_cells": 0,
        "drcViolationCount": 0,
        "dr.pass1.iters": 1,
    },
    "floorplan": {
        "die-area_mm2": 0.006400,
        "chipWidth_um": 80,
        "io_pins": 14,
        "fp.dieH_um": 80,
        "fp.coreArea_mm2": 0.003416,
        "fp-row-count": 21,
        "fp_util": 0.04322,
    },
    "layout": {
        "syn_to_final_growth_pct": 117.8,
        "final-instance-count-excl-fill": 74,
        "final_area_um2": 321.6,
        "flop-count": 0,
        "fin_util": 0.09414,
        "regArea_um2": 0,
        "layout-drive-gt1-share": 0.2857,
        "nFillCells": 403,
        "clock_buffer_count": 0,
    },
    "clocking": {
        "postCtsSetupBuffers": 0,
        "cts-hold-fix-buffers": 0,
    },
    "hold_path": {
        "hold_path.class": "in2out",
    },
}
[path summary, 6_finish.rpt]
| path | from | endpoint | cells past startpoint |
|---|---|---|---|
| worst min-delay path | B[3] | S[3] | 5 |
| worst max-delay path | Crry | Cout | 10 |
[through the flow]
stage | setup slack (ns) | total power [mW]
6_report | 0.2630 | 0.03770
3_5_place_dp | -0.1861 | 0.03810
2_1_floorplan | 0.7032 | 0.01806
5_1_grt | 0.1525 | 0.04267
3_3_place_gp | -0.1846 | 0.03813
4_1_cts | 0.01421 | 0.03953
[repair_timing]
item / in CTS / in global routing
endpoints found under the setup margin: 2 / 1
pin swaps: 3 / 3
gates resized: 11 / 1
[cells in the final DEF (no fill, tap or decap), drive strengths merged]
master,instances
clkdlybuf4s50,10
dlygate4sd2,3
dlymetal6s2s,1
fa,4
inv,10
[synth_stat cells, drive strengths merged]
master  number  share of area
fa           4           0.54
inv         10           0.25
buf          4           0.20
[report_power, final]
| group | switching [mW] | internal, mW |
|---|---|---|
| Sequential | 0 | 0 |
| Clock | 0 | 0 |
| Combinational | 0.0118 | 0.0259 |
[layer usage]
layer  up-vias  part of all wire  global-route usage  routed length (um)
met5         -                 0                   0                   0
met4         0                 0                   0                   0
met3         0              0.27            0.009091                 115
met2        14              0.23             0.01605                  98
met1        52              0.50             0.01944                 216
li1         60                 -                   -                   -
[final cells by class]
type                       instances  area (um2)  share of cell area
tap                               46       57.56              0.1790
inverter                          10       37.54              0.1167
multi-input combinational          4       87.58              0.2724
timing repair buffer              14       138.9              0.4319
[cells by family (layout without fill, tap and decap cells)]
kind of cell / Yosys count / after routing / share of synthesized area
adder cells (fa/ha/maj): 4 / 4 / 0.5424
buffers and inverters: 14 / 24 / 0.4577
Power is estimated from default activity; no workload was simulated.
