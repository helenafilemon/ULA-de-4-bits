**./run.sh**
```bash
#!/bin/bash
# OpenROAD 26Q1-2900-gdf79404cd8, Yosys 0.63+post, stock flow scripts
make -C /OpenROAD-flow-scripts/flow DESIGN_CONFIG=/design/flow/config.mk WORK_HOME=/design/flow/orfs finish
```
**./config.mk**
```make
export PLATFORM = sky130hd
export DESIGN_NAME = subtrator_4bits
export DESIGN_NICKNAME = subtrator_4bits
export VERILOG_FILES = /design/flow/design.v
export SDC_FILE = /design/flow/constraint.sdc
export NUM_CORES = 4
export LEC_CHECK = 1
export CORE_AREA = 10 10 70 70
export DIE_AREA = 0 0 80 80
```
**./constraint.sdc**
```tcl
current_design subtrator_4bits

set clk_period 3.1
set clk_io_pct 0.2

create_clock -name clk0 -period $clk_period

set non_clock_inputs [all_inputs -no_clocks]
set_input_delay [expr $clk_period * $clk_io_pct] -clock clk0 $non_clock_inputs
set_output_delay [expr $clk_period * $clk_io_pct] -clock clk0 [all_outputs]
```
**./design.v**
```verilog
module subtrator_4bits(S, Bout, A, B);
    input [3:0] A, B;
    output [3:0] S;
    output Bout;
    wire b0, b1, b2;
    subtrator_completo sub0 (
        .A(B[0]),
        .B(A[0]),
        .Bin(1'b0),
        .Diferenca(S[0]),
        .Bout(b0)
    );
    subtrator_completo sub1 (
        .A(B[1]),
        .B(A[1]),
        .Bin(b0),
        .Diferenca(S[1]),
        .Bout(b1)
    );
    subtrator_completo sub2 (
        .A(B[2]),
        .B(A[2]),
        .Bin(b1),
        .Diferenca(S[2]),
        .Bout(b2)
    );
    subtrator_completo sub3 (
        .A(B[3]),
        .B(A[3]),
        .Bin(b2),
        .Diferenca(S[3]),
        .Bout(Bout)
    );
endmodule
module subtrator_completo(Diferenca, Bout, A, B, Bin );
	input A, B, Bin;
	output Diferenca, Bout;
	wire w1, w2, w3, w4, w5;
	xor (w1, A, B);
	xor (Diferenca, w1, Bin);
	not (w2, A);
	not (w5,w1);
	and (w3, w2, B);
	and (w4, w5, Bin);
	or (Bout, w3, w4);
endmodule
```
==> flow_summary.toml <==
# physical design summary
[synth]
synth_top_cell_by_count = "inv_1"
compound_area_frac = 0
synth_area_sq_um = 140
simple_gate_share = 0
yosys-top-cells-count = "10 x inv_1, 4 x buf_4, 3 x fa_1, 1 x ha_1"
ys_types = 4
synthTopLogicFamily = "adder cells"
postSynthAreaPerCell_sq_um = 7.79
top_area_frac = 0.429
yosysSeqAreaShare = 0
top_area_cell = "fa_1"
xor_share = 0
netlist_instances = 18
mux_share = 0
ys_cells = 18
synth-adder-area-share = 0.518
ys_area_sq_um = 140
yosys_warnings = 0
area_leaders = "fa_1 43%, inv_1 27%, buf_4 21%"

[global_routing]
grt_pass1_wl_um = 600
antenna_found_initial = 0
grt_max_degree = 2
grt_overflow = 0
grt_use_total = 0.0116
grt_pass1_vias = 131

[detailed_routing]
wire_per_inst_um = 5.40
drt-pass1-iter-count = 1
drc = 0
diodes = 0
drt_iter0_markers = 0
via_per_inst = 1.71
finalWirelength_um = 394
dr_total_vias = 125
ant_nets = 0

[power_and_ir_drop]
power_density_nw_per_um2 = 119
combPwrFrac = 1.000
switching_share = 0.315
power.leakage_nw = 0.128
irDropWorstVdd_mv = 0.00894
power_frac_clock = 0
switchingPower_mw = 0.0110
seq_power_share = 0
p_int_mw = 0.0240

[layout]
areaGrowthSynthToFinish_pct = 110
fin_area_sq_um = 294
drive_gt1_frac = 0.370
flops = 0
regArea_sq_um = 0
fillCellCount = 404
finalNonFillerCells = 73
n_clock_buffer = 0

[placement]
place_ws_ns = -0.429
portBuffers = 13
dpl_cell_area_sq_um = 298
dp_cells = 73
gp_congestion = 0.743
dpl.hpwl_um = 392

[timing]
min_period_over_period = 0.957
period_minus_slack_ns = 2.97
fmax_ghz = 0.337
worst_slack_ns = 0.132
slew_viol_final = 0
hold_viol = 0
setup_viol = 0
rsz0062_at_grt = "no"
relSlewSlack = 0.933
tightest_slew_ns = 0.0998
hold-worst-slack_ns = 1.99

[die]
die_width_um = 80
die_h_um = 80
io_pins = 13
dieArea_sq_um = 6400
rows = 21
fp_util = 0.0410
core_area_sq_um = 3420

[job]
max_cap_violations = 0
warning_count = 32

[worst_setup_path]
cp_max_fo = 1
criticalPathCategory = "input port to output pin"
endpoint_kind = "output pin"
startpoint_type = "input port"
critPathRequiredTime_ns = 2.48
critical_path_arrival_ns = 2.35

[clock_tree]
holdBufCountCts = 0
post_cts_buffers = 0

[status]
outcome = "complete, no violations"

[worst_hold_path]
hold_path_class = "input port to output pin"
[layout by cell type, fill, tap and decap left out]
cell type / count
buf_2: 2
clkdlybuf4s50_1: 8
dlygate4sd2_1: 3
fa_2: 3
ha_2: 1
inv_1: 6
inv_2: 4
[path summary, 6_finish.rpt]
check                 from   end  slack (ns)  depth (start not counted)
worst min-delay path  A[3]  S[3]        1.99                          4
worst max-delay path  B[0]  S[3]        0.13                         10
[layer usage]
layer,GRT usage,vias up,part of all wire
met2,0.0217,7,0.47
met1,0.0126,59,0.36
met5,0,-,0
li1,-,59,-
met3,0.00455,0,0.17
met4,0,0,0
[timing repair]
item / in CTS / in global routing
resized: 17 / 0
pin swaps: 4 / 4
setup endpoints to repair: 3 / 1
[worst max-delay path: stages]
cell and delay (ns):
dlygate4sd2_1 0.22, inv_1 0.05, ha_2 0.16, inv_2 0.04, fa_2 0.37, inv_2 0.06, fa_2 0.19, inv_2 0.04
fa_2 0.50, buf_2 0.09
[cell families (layout without fill, tap and decap cells)]
kind of cell | after synthesis | count (layout)
buffers and inverters | 14 | 23
adder cells (fa/ha/maj) | 4 | 4
[metrics by stage]
stage	utilization	TNS, ns	total power, mW
after floorplan	-	0	0.0189
after CTS	0.0861	0	0.0374
final	0.0861	0	0.0350
after global routing	0.0861	0	0.0410
after detailed placement	0.0872	-0.970	0.0408
after global placement	0.0872	-0.986	0.0407
[power groups by stage]
stage	clock (mW)	combinational (mW)	sequential (mW)
after CTS	0	0.0374	0
after global routing	0	0.0410	0
final	0	0.0350	0
[area by class of cell]
| cell class | count | area, sq um | area share |
|---|---|---|---|
| inverters | 10 | 37.5 | 0.128 |
| multi-input cells | 4 | 82.6 | 0.281 |
| repair buffers | 13 | 116 | 0.396 |
| well taps | 46 | 57.6 | 0.196 |
Power is estimated from default activity; no workload was simulated.
